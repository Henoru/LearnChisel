## design/flow/run.sh

```bash
#!/bin/bash
# OpenROAD 26Q1-2900-gdf79404cd8, Yosys 0.63+post, stock flow scripts
make -C /OpenROAD-flow-scripts/flow DESIGN_CONFIG=/design/flow/config.mk WORK_HOME=/design/flow/orfs finish
```

## design/flow/constraint.sdc

```tcl
current_design VendingMachine

set clk_period 5.8
set clk_io_pct 0.2

create_clock -name clk0 -period $clk_period [get_ports {clock}]

set non_clock_inputs [all_inputs -no_clocks]
set_input_delay [expr $clk_period * $clk_io_pct] -clock clk0 $non_clock_inputs
set_output_delay [expr $clk_period * $clk_io_pct] -clock clk0 [all_outputs]
```

## design/flow/design.v

```verilog
module VendingMachine(
  input        clock,
  input        reset,
  input  [4:0] io_price,
  input        io_coin2,
  input        io_coin5,
  input        io_buy,
  output       io_releaseCan,
  output       io_alarm,
  output [6:0] io_seg,
  output [3:0] io_an
);
  reg  coin2_REG;  
  reg  coin2_REG_1;  
  reg  coin2_REG_2;  
  wire  coin2 = coin2_REG_1 & ~coin2_REG_2;  
  reg  coin5_REG;  
  reg  coin5_REG_1;  
  reg  coin5_REG_2;  
  wire  coin5 = coin5_REG_1 & ~coin5_REG_2;  
  reg  buySync_REG;  
  reg  buySync;  
  reg  buy_REG;  
  wire  buy = buySync & ~buy_REG;  
  wire [7:0] price = {3'h0,io_price};  
  reg [7:0] regSum;  
  reg [2:0] stateReg;  
  wire  enough = regSum >= price;  
  wire [2:0] _GEN_0 = coin2 ? 3'h1 : stateReg;  
  wire  _T_1 = 3'h1 == stateReg;  
  wire  _T_2 = 3'h2 == stateReg;  
  wire  _T_3 = 3'h3 == stateReg;  
  wire [2:0] _GEN_4 = ~buySync ? 3'h0 : stateReg;  
  wire [2:0] _GEN_6 = 3'h6 == stateReg ? _GEN_4 : stateReg;  
  wire [2:0] _GEN_7 = 3'h5 == stateReg ? 3'h6 : _GEN_6;  
  wire [2:0] _GEN_8 = 3'h4 == stateReg ? _GEN_4 : _GEN_7;  
  wire [2:0] _GEN_9 = 3'h3 == stateReg ? 3'h4 : _GEN_8;  
  wire [7:0] _add_T = {3'h0,io_price};  
  wire [7:0] _add_T_3 = 8'sh0 - $signed(_add_T);  
  wire [7:0] _GEN_13 = _T_3 ? $signed(_add_T_3) : $signed(8'sh0);  
  wire [7:0] _GEN_14 = _T_2 ? $signed(8'sh5) : $signed(_GEN_13);  
  wire [7:0] add = _T_1 ? $signed(8'sh2) : $signed(_GEN_14);  
  wire [7:0] _regSum_T_4 = $signed(regSum) + $signed(add);  
  assign io_releaseCan = stateReg == 3'h4;  
  assign io_alarm = stateReg == 3'h6;  
  assign io_seg = 7'h0;  
  assign io_an = 4'h0;  
  always @(posedge clock) begin
    coin2_REG <= io_coin2;  
    coin2_REG_1 <= coin2_REG;  
    coin2_REG_2 <= coin2_REG_1;  
    coin5_REG <= io_coin5;  
    coin5_REG_1 <= coin5_REG;  
    coin5_REG_2 <= coin5_REG_1;  
    buySync_REG <= io_buy;  
    buySync <= buySync_REG;  
    buy_REG <= buySync;  
    if (reset) begin  
      regSum <= 8'h0;  
    end else begin
      regSum <= _regSum_T_4;  
    end
    if (reset) begin  
      stateReg <= 3'h0;  
    end else if (3'h0 == stateReg) begin  
      if (buy) begin  
        if (enough) begin  
          stateReg <= 3'h3;  
        end else begin
          stateReg <= 3'h5;  
        end
      end else if (coin5) begin  
        stateReg <= 3'h2;  
      end else begin
        stateReg <= _GEN_0;
      end
    end else if (3'h1 == stateReg) begin  
      stateReg <= 3'h0;  
    end else if (3'h2 == stateReg) begin  
      stateReg <= 3'h0;  
    end else begin
      stateReg <= _GEN_9;
    end
  end
endmodule
```

## design/flow/config.mk

```make
export PLATFORM = sky130hd
export DESIGN_NAME = VendingMachine
export DESIGN_NICKNAME = VendingMachine
export VERILOG_FILES = /design/flow/design.v
export SDC_FILE = /design/flow/constraint.sdc
export NUM_CORES = 4
export LEC_CHECK = 1
export CORE_AREA = 10 10 88 88
export DIE_AREA = 0 0 98 98
```

==> notes.md <==
The implementation run finished. The run finished with clean final reports. The number of clock buffers added by TritonCTS is 3. Setup fix buffers added after clock tree synthesis landed at 0. Achievable frequency landed at 302 MHz. Once layout is complete, the cells apart from fillers number 223. Per the run summary, max-cap violations total 0. Areal power density over the cells landed at 261 mW/mm^2. TritonCTS built the clock tree. The layout summary lists the proportion of cells stronger than drive strength 1 as 0.0541. Among logic cells in the layout, the one with the most instances is sky130_fd_sc_hd__dfxtp_1. In this run the static leakage power is 0.626 nW. Number of antenna repair diodes landed at 0. The share of total power dissipated in sequential elements is 0.470.

Routed wire length per instance landed at 9.87 microns. In this run the top signal layer used is met4. After routing, the total negative slack on setup checks comes to 0 ns.

In the final layout, flip-flops and latches occupy 480 sq um. Including well taps, the total number of placed cells is 219. Setup-violating endpoint count in the final report landed at 0. Summed instance area of the synthesized netlist landed at 0.00127 sq mm. Initial core utilization landed at 0.214. Number of hold violations in the final report landed at 0. Clock period minus final worst setup slack landed at 3.31 ns. Vertical die dimension landed at 98 microns. Met2 wire length landed at 828 microns. Share of synthesized area spent on multiplexers landed at 0. The clock passes through at most 2 buffers. Relative area change from synthesis to final layout landed at 17.9%.

First-pass GRT wire length landed at 3.80 mm. The floorplan has 28 rows. Register clock-pin slew on the reported worst setup and hold paths landed at 0.08 ns. Met3 layer wire length in the routed design landed at 171 microns. Per the synthesis report, the XOR/XNOR share of the synthesized area is 0.0415.

In the per-layer breakdown of the detailed-route log, met1 shows 1.18 mm. Peak supply drop landed at 0.139 mV. Maximum net fanout on the critical path landed at 4. Count of input and output buffers landed at 11. Per the GRT congestion report, total overflow comes to 0. Across every metal layer, demand over resource in global routing totals 0.0460. Number of warnings in the stage logs landed at 25. Number of routed nets with antenna violations landed at 0. The finished layout reports a core utilization of 0.252.

The internal power of the cells totals 0.302 mW. STA classifies the critical path startpoint as a primary input. The tree is rooted in a sky130_fd_sc_hd__clkbuf_8. Max-slew violation count landed at 0. Sequential cell area fraction in the yosys report landed at 0.379. The design draws 0.389 mW. Checking hold timing, the worst path is listed with class flop to flop. Once detailed placement completed, the half-perimeter wirelength came to 1.71 mm. Number of levels in the clock H-tree landed at 1. Aoi/oai-family share of the synthesized area landed at 0.132. The die is 98 microns wide.

Per the post-synthesis report, the number of cells in the design is 135. In the finished design, the share of the clock period the worst path needs comes to 0.571. Worst-skew pair later-pin latency landed at 0.26 ns. The report lists the number of cells resized after CTS as 0. Across all hold checks on the routed design, the worst slack comes to 0.331 ns. Final routed wirelength across all metal layers landed at 2.20 mm. Total DRC errors in the routed layout landed at 0. Number of distinct standard cells referenced by the synthesized netlist landed at 33. Post-detailed-route via-to-cell ratio landed at 3.98.

Fill cell total of the finished layout landed at 620. In this run, the synthesized area fraction spent on adder and majority cells is recorded as 0.144. Total die size landed at 0.00960 sq mm. After synthesis, the largest family of logic cells by area is simple AND/OR/NAND/NOR gates. In the layout the commonest cells are sky130_fd_sc_hd__dfxtp_1 (24), sky130_fd_sc_hd__nor2_1 (13), sky130_fd_sc_hd__ha_1 (13).

The worst pin sits at a relative slew slack of 0.615. Average instance area after synthesis landed at 9.38 sq um. Signal arrival time at the worst endpoint landed at 3.45 ns.

In this run, the synthesized area fraction spent on and/or/nand/nor cells is recorded as 0.202. Counting flops and latches in the post-synthesis netlist gives 24. The share of total power dissipated in the clock network is 0.368. 23 I/O pins were placed. Final weighted congestion in routability-driven placement landed at 0.771. Per the OpenROAD power report, switching power amounts to 0.0879 mW. Yosys warning count landed at 1.

The power report attributes to the combinational group a share of 0.162. Setup repair after global routing left no endpoint under its margin. Number of global-route vias before repair landed at 857. Entering global routing, the biggest net connects 17 pins. The first TritonRoute pass finished after 4 iterations. The worst setup path is of the primary input to flop kind. Number of buffers inserted by hold repair at cts landed at 0. STA classifies the critical path endpoint as a flop. Clock sink total landed at 24. Number of antenna violations at the first check in global routing landed at 0. At the worst endpoint, the required time is 5.94 ns. The transition time recorded at the tightest slew-check pin is 0.575 ns. According to the floorplan report, the placeable core area is 0.00592 sq mm. Starting DRC count in detailed routing landed at 24. The number of cells reported by Yosys stat comes to 135.

Number of vias in the routed layout landed at 887. Chip area line of the yosys report landed at 0.00127 sq mm. Clock tree skew after final layout landed at 0.00354 ns. The script computed the net switching share of total power as 0.226. Combinational gate area landed at 699 sq um.
## layer usage
metal / track usage / vias to the layer above
met5: 0 / -
met4: 0.00447 / 0
met3: 0.0206 / 2
met2: 0.0604 / 19
met1: 0.0690 / 393
li1: - / 473
## Yosys cell counts, drive strengths merged
master / number / area share
a211oi: 2 / 0.012
a21o: 3 / 0.018
a21oi: 7 / 0.028
a31oi: 1 / 0.017
buf: 11 / 0.065
clkbuf: 1 / 0.0030
conb: 1 / 0.0030
dfxtp: 24 / 0.38
fa: 1 / 0.016
ha: 13 / 0.13
inv: 10 / 0.030
nand2: 2 / 0.0059
nand2b: 6 / 0.030
nand3: 1 / 0.0039
nor2: 13 / 0.039
nor2b: 4 / 0.020
nor3: 9 / 0.044
nor3b: 3 / 0.018
nor4b: 3 / 0.021
o2111ai: 1 / 0.0069
o211ai: 1 / 0.0059
o21a: 2 / 0.012
o21ai: 4 / 0.016
o21bai: 1 / 0.0059
o22ai: 1 / 0.0049
o311ai: 1 / 0.0069
or3b: 1 / 0.0089
or4: 2 / 0.012
xnor2: 5 / 0.035
xor2: 1 / 0.0069
## sequential cells by signal (all words and copies together) (netlist names)
signal	cells
coin2_REG	1
coin2_REG_2	1
buy_REG	1
coin5_REG	1
coin5_REG_1	1
buySync_REG	1
coin5_REG_2	1
regSum	8
stateReg	7
coin2_REG_1	1
buySync	1
## critical path: stages
cell and delay (ns):
sky130_fd_sc_hd__clkdlybuf4s50_1 0.58, sky130_fd_sc_hd__inv_1 0.07, sky130_fd_sc_hd__ha_1 0.22, sky130_fd_sc_hd__xnor2_1 0.13, sky130_fd_sc_hd__a21oi_1 0.15, sky130_fd_sc_hd__nor2_1 0.06
sky130_fd_sc_hd__ha_1 0.23, sky130_fd_sc_hd__a211oi_1 0.33, sky130_fd_sc_hd__o21bai_1 0.12, sky130_fd_sc_hd__a21oi_1 0.19, sky130_fd_sc_hd__xor2_1 0.16, sky130_fd_sc_hd__nor2_1 0.05
## power groups by stage
stage	logic [mW]	registers, mW	clock network (mW)
final	0.0630	0.183	0.143
after global routing	0.0715	0.185	0.156
after CTS	0.0640	0.183	0.148
## cell families (layout without fill, tap and decap cells)
kind of cell / after synthesis / count (layout)
simple gates: 44 / 44
compound gates: 24 / 24
flops: 24 / 24
buf+inv: 22 / 25
other cells: 1 / 11
xor+xnor: 6 / 6
fa+ha+maj: 14 / 14
## per-stage QoR
step	instance area (sq um)	setup WS [ns]
after floorplan	1300	3.05
after global placement	1420	2.23
after detailed placement	1420	2.22
after CTS	1490	2.48
after global routing	1490	2.33
final	1490	2.49
## cell type report
class,count,share of cell area
Tap cell,75,0.0629
Clock buffer,3,0.0277
Timing Repair Buffer,11,0.0738
Inverter,10,0.0251
Clock inverter,1,0.0201
Sequential cell,24,0.322
Multi-Input combinational cell,99,0.469
## worst paths after layout
path | start | endpoint | slack, ns | cells past startpoint
min reg2reg | coin5_REG | coin5_REG_1 | 0.33 | 0
max reg2reg | stateReg[6] | regSum[7] | 3.72 | 8
min | coin5_REG | coin5_REG_1 | 0.33 | 0
max | io_price[0] | regSum[5] | 2.49 | 12
Power figures rest on the tool's default switching activity, not on a simulated workload.
