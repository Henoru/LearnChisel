===== /design/flow/constraint.sdc =====
current_design CountSevenSeg

set clk_period 10.1
set clk_io_pct 0.2

create_clock -name clk0 -period $clk_period [get_ports {clock}]

set non_clock_inputs [all_inputs -no_clocks]
set_input_delay [expr $clk_period * $clk_io_pct] -clock clk0 $non_clock_inputs
set_output_delay [expr $clk_period * $clk_io_pct] -clock clk0 [all_outputs]

===== /design/flow/design.v =====
module SevenSegDecoder(
  input  [3:0] io_sw,
  output [6:0] io_seg
);
  wire [6:0] _GEN_1 = 4'h1 == io_sw ? 7'h6 : 7'h3f;  
  wire [6:0] _GEN_2 = 4'h2 == io_sw ? 7'h5b : _GEN_1;  
  wire [6:0] _GEN_3 = 4'h3 == io_sw ? 7'h4f : _GEN_2;  
  wire [6:0] _GEN_4 = 4'h4 == io_sw ? 7'h66 : _GEN_3;  
  wire [6:0] _GEN_5 = 4'h5 == io_sw ? 7'h6d : _GEN_4;  
  wire [6:0] _GEN_6 = 4'h6 == io_sw ? 7'h7d : _GEN_5;  
  wire [6:0] _GEN_7 = 4'h7 == io_sw ? 7'h7 : _GEN_6;  
  wire [6:0] _GEN_8 = 4'h8 == io_sw ? 7'h7f : _GEN_7;  
  wire [6:0] _GEN_9 = 4'h9 == io_sw ? 7'h6f : _GEN_8;  
  wire [6:0] _GEN_10 = 4'ha == io_sw ? 7'h77 : _GEN_9;  
  wire [6:0] _GEN_11 = 4'hb == io_sw ? 7'h7c : _GEN_10;  
  wire [6:0] _GEN_12 = 4'hc == io_sw ? 7'h39 : _GEN_11;  
  wire [6:0] _GEN_13 = 4'hd == io_sw ? 7'h5e : _GEN_12;  
  wire [6:0] _GEN_14 = 4'he == io_sw ? 7'h79 : _GEN_13;  
  wire [6:0] sevSeg = 4'hf == io_sw ? 7'h7e : _GEN_14;  
  assign io_seg = ~sevSeg;  
endmodule
module CountSevenSeg(
  input        clock,
  input        reset,
  output [6:0] io_seg,
  output [3:0] io_an
);
  wire [3:0] decoder_io_sw;  
  wire [6:0] decoder_io_seg;  
  reg [25:0] clk;  
  wire [25:0] _clk_T_1 = clk - 26'h1;  
  wire  tick = clk == 26'h0;  
  reg [3:0] cnt;  
  wire [3:0] _cnt_T_2 = cnt + 4'h1;  
  wire [6:0] sevSeg = ~decoder_io_seg;  
  SevenSegDecoder decoder (  
    .io_sw(decoder_io_sw),
    .io_seg(decoder_io_seg)
  );
  assign io_seg = ~sevSeg;  
  assign io_an = 4'he;  
  assign decoder_io_sw = cnt;  
  always @(posedge clock) begin
    if (reset) begin  
      clk <= 26'h2faf080;  
    end else if (tick) begin  
      clk <= 26'h2faf080;  
    end else begin
      clk <= _clk_T_1;  
    end
    if (reset) begin  
      cnt <= 4'h0;  
    end else if (tick) begin  
      if (cnt == 4'hf) begin  
        cnt <= 4'h0;
      end else begin
        cnt <= _cnt_T_2;
      end
    end
  end
endmodule

===== /design/flow/run.sh =====
#!/bin/bash
# OpenROAD 26Q1-2900-gdf79404cd8, Yosys 0.63+post, stock flow scripts
make -C /OpenROAD-flow-scripts/flow DESIGN_CONFIG=/design/flow/config.mk WORK_HOME=/design/flow/orfs finish

===== /design/flow/config.mk =====
export PLATFORM = sky130hd
export DESIGN_NAME = CountSevenSeg
export DESIGN_NICKNAME = CountSevenSeg
export VERILOG_FILES = /design/flow/design.v
export SDC_FILE = /design/flow/constraint.sdc
export NUM_CORES = 4
export LEC_CHECK = 1
export CORE_UTILIZATION = 30

==> flow_summary.json <==
{
  "status": "complete, no violations",
  "drt-total-wl_um": 3420,
  "ys_warn_count": 1,
  "clk_pin_slew_worst_paths_ns": 0.07,
  "post-route-period-util_pct": 41.9,
  "htreeDepth": 2,
  "gp_congestion": 0.813,
  "crit_fanout": 13,
  "via_per_inst": 5.28,
  "drive_gt1_share_pct": 7.98,
  "yosysUniqueCellTypes": 47,
  "crit_required_ns": 8.08,
  "power_density_mw_per_mm2": 167,
  "worstHoldPathType": "flip-flop to flip-flop",
  "place_hpwl_um": 2330,
  "drcViolationCount": 0,
  "drt-initial-drc-count": 84,
  "top_cell": "dfxtp_1",
  "core_mm2": 0.00547,
  "grt_max_degree": 17,
  "edf_count": 0,
  "row_count": 27,
  "synth_area_mm2": 0.00170,
  "ys_seq_share_pct": 35.3,
  "area_growth_syn_to_layout_pct": 14.6,
  "grt.total_usage_pct": 12.5,
  "grt_pass1_vias": 1357,
  "fmax_ghz": 0.236,
  "synth.avg_cell_area_um2": 8.06,
  "yosys.area.top_type": "dfxtp_1",
  "cts_buffer_depth": 2,
  "initial_utilization_pct": 31.1,
  "grt_pass1_wl_um": 6120,
  "drt_pass1_iterations": 4,
  "async_flop_share_pct": 0,
  "n_antenna_cell": 0,
  "finalHoldViolCount": 0,
  "yosys_area_mm2": 0.00170,
  "critPathKind": "flip-flop to output port",
  "worst_slack_ns": 5.87,
  "top_cell_area_share_pct": 35.3,
  "cts-root-buf": "clkbuf_8",
  "critPathLaunchType": "flip-flop",
  "io_pins": 13,
  "clk_latency_ns": 0.28,
  "numCtsBuffers": 5,
  "postCtsSetupBuffers": 0,
  "ys.flops": 30,
  "final.setup.tns_ns": 0,
  "portBuffers": 8,
  "wl_per_cell_um": 12.0,
  "ant_nets": 0,
  "clock_skew_ns": 0.00563,
  "p_leak_nw": 0.616,
  "synth_cells": 211,
  "place_inst": 277,
  "synthFlopType": "dfxtp_1",
  "endpoint_kind": "output port",
  "grt_overflow": 0,
  "warnings": 28,
  "synthTopCellsByCount": "dfxtp_1, nor2_1, a21oi_1, nand3_1",
  "whs_ns": 0.464,
  "place_ws_ns": 6.17,
  "dr_total_vias": 1506,
  "die_h_um": 77.3,
  "drv_cap": 0,
  "arrival_ns": 2.21,
  "cts.sinks": 30,
  "fin_crit_ns": 4.23,
  "peakVddDrop_mv": 0.199,
  "yosysCellCount": 211,
  "layout.cells.non_filler": 285,
  "tightest_slew_ns": 0.778,
  "top_cells_by_area": "dfxtp_1, o31ai_1, nor2_1, a21oi_1, nand3_1",
  "setup_viol": 0,
  "antenna_found_initial": 0,
  "die_w_um": 77.3,
  "relSlewSlack_pct": 47.6,
  "ctsResizeCount": 0,
  "cts_tree": "done",
  "cts_hold_buf": 0,
  "dieArea_mm2": 0.00597,
  "drv_slew": 0,
  "grt_setup_unrepaired": "false"
}
==> flip-flops by register name, indices dropped and copies added (netlist names) <==
| signal | cells |
|---|---|
| clk | 26 |
| cnt | 4 |
==> metrics by stage <==
stage          util (%)  power (mW)  cell area [um^2]
3_5_place_dp       33.0       0.177              1810
3_3_place_gp       33.0       0.178              1810
5_1_grt            35.6       0.344              1950
4_1_cts            35.6       0.330              1950
2_1_floorplan         -       0.170              1710
6_report           35.6       0.326              1950
==> cell families after synthesis <==
logic type	count (synthesis)	share of synthesized area [%]
xor gates and xnor gates	11	5.67
AOI/OAI and AO/OA	47	18.8
adders and majority gates	5	3.68
and+or+nand+nor	86	27.6
other	2	0.442
muxes	2	1.25
DFF	30	35.3
buffers and inverters	28	7.28
==> cells in the final DEF, fill, tap and decap left out, types with 2 or more instances in the layout <==
cell type        instances
dfxtp_1                 30
nor2_1                  20
a21oi_1                 13
nand3_1                 13
nand2_1                 11
o31ai_1                 11
inv_1                   10
clkdlybuf4s50_1          8
o21ai_0                  7
or4_1                    7
xor2_1                   7
nand4_1                  6
nor3_1                   6
nor4_1                   6
clkbuf_8                 6
ha_1                     5
xnor2_1                  4
conb_1                   4
or4_2                    3
o32ai_1                  2
nor3b_1                  2
and3_1                   2
a2111o_1                 2
nor4b_1                  2
a31oi_1                  2
or3_1                    2
bufinv_16                2
buf_4                    2
==> where the power goes <==
| group | total [mW] | switching, mW | internal (mW) |
|---|---|---|---|
| combinational | 0.0377 | 0.0218 | 0.0159 |
| sequential | 0.138 | 0.0103 | 0.127 |
| clock | 0.151 | 0.0456 | 0.105 |
==> path summary, 6_finish.rpt <==
kind / from / end / slack [ns] / cells past startpoint
worst max-delay path: cnt[0] / io_seg[3] / 5.87 / 7
worst min-delay path: clk[0] / clk[0] / 0.46 / 1
worst max register to register: clk[0] / cnt[2] / 7.28 / 6
worst min register to register: clk[0] / clk[0] / 0.46 / 1
==> critical path: stages (launching register included) <==
cell             delay (ns)
dfxtp_1                0.41
inv_1                  0.09
ha_1                   0.35
nor3b_1                0.23
o21ai_0                0.10
o31a_1                 0.14
o21ai_0                0.14
clkdlybuf4s50_1        0.47
==> per-layer routing <==
layer  GRT usage [%]  vias up  wire [um]
met5               0        -          0
met2            19.5       29       1540
met4            1.51        0         38
met1            18.1      694       1730
met3            2.90        4        103
li1                -      779          -
==> layout make-up <==
| cell class | instances | area [um^2] |
|---|---|---|
| fillers | 550 | 3520 |
| multi-input cells | 155 | 983 |
| flip-flops and latches | 30 | 601 |
| repair buffers | 10 | 95.1 |
| well taps | 72 | 90.1 |
| clock buffers | 6 | 82.6 |
| clock inverters | 2 | 60.1 |
| inverters | 10 | 37.5 |
Power is estimated from default activity; no workload was simulated.
