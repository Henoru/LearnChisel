==> design/flow/run.sh <==
#!/bin/bash
# OpenROAD 26Q1-2900-gdf79404cd8, Yosys 0.63+post, stock flow scripts
make -C /OpenROAD-flow-scripts/flow DESIGN_CONFIG=/design/flow/config.mk WORK_HOME=/design/flow/orfs finish
==> design/flow/config.mk <==
export PLATFORM = sky130hd
export DESIGN_NAME = Hello
export DESIGN_NICKNAME = Hello
export VERILOG_FILES = /design/flow/design.v
export SDC_FILE = /design/flow/constraint.sdc
export NUM_CORES = 4
export LEC_CHECK = 1
export CORE_UTILIZATION = 30
==> design/flow/constraint.sdc <==
current_design Hello

set clk_period 4.8
set clk_io_pct 0.2

create_clock -name clk0 -period $clk_period [get_ports {clock}]

set non_clock_inputs [all_inputs -no_clocks]
set_input_delay [expr $clk_period * $clk_io_pct] -clock clk0 $non_clock_inputs
set_output_delay [expr $clk_period * $clk_io_pct] -clock clk0 [all_outputs]
==> design/flow/design.v <==
module Hello(
  input   clock,
  input   reset,
  output  io_led
);
  reg [31:0] cntReg;  
  reg  blkReg;  
  wire [31:0] _cntReg_T_1 = cntReg + 32'h1;  
  assign io_led = blkReg;  
  always @(posedge clock) begin
    if (reset) begin  
      cntReg <= 32'h0;  
    end else if (cntReg == 32'h61a7) begin  
      cntReg <= 32'h0;  
    end else begin
      cntReg <= _cntReg_T_1;  
    end
    if (reset) begin  
      blkReg <= 1'h0;  
    end else if (cntReg == 32'h61a7) begin  
      blkReg <= ~blkReg;  
    end
  end
endmodule
==> flow_summary.yaml <==
# synthesis and place-and-route metrics
final_timing:
  clock_skew_ns: 0.00575
  rsz0062_at_grt: "false"
  layout_setup_ws_ns: 2.69
  finalClockPeriodUsage: 0.439
  fin_crit_ns: 2.11
  max_slew_margin: 0.734
  finalMaxSlewViolations: 0
  hold_viol: 0
  clock.fmax_mhz: 474
  tns_ns: 0
  setup-violations-final: 0
  tightestPinTransition_ns: 0.398
detailed_routing:
  drtIter0Drc: 112
  firstDrtPassIters: 4
  wl_um: 3300
  ant_nets: 0
  drc: 0
  wl_per_cell_um: 12.7
  n_antenna_cell: 0
  num_vias: 1389
  avgViaCountPerCell: 5.34
logic_synthesis:
  synth_flop_count: 33
  synth_cell_types: 31
  avgSynthCellArea_um2: 8.73
  synth_warnings: 1
  postSynthSeqShare: 0.398
  synthesis.instances: 190
  syn_area_um2: 1660
  ys_cells: 190
  yosysChipArea_um2: 1660
place:
  gp_congestion: 0.771
  post_dp_cell_area_um2: 1730
  dp.final_hpwl_um: 2250
  dp_slack_ns: 2.65
  portBuffers: 2
  place_inst: 253
clock_tree:
  cts_buffer_depth: 2
  clock-root-buffer: "clkbuf_8"
  cts_setup_buffers: 0
  clk_pin_slew_worst_paths_ns: 0.06
  ctsHoldBuffers: 0
  cts_tree: "done"
  cts.sinks: 33
  cts_made_buffers: 5
  clk-insertion-delay-late_ns: 0.28
  postCtsResizedCells: 0
  htreeDepth: 2
floorplanning:
  fp.dieW_um: 76.4
  coreArea_um2: 5200
  die_h_um: 76.4
  chipArea_um2: 5830
  fp_util: 0.319
  placementRows: 26
  ioPinCount: 3
critical_path:
  path_class: "reg2reg"
  slowest_stage: "or4_1"
  critical_path_peak_fanout: 15
  critPathBufInv: 0
  startpoint_type: "register"
  cp_top_family: "simple AND/OR/NAND/NOR gates"
  r2r_cells: 4
  cp_cell_sequence: "and3_1 -> nand4_2 -> or4_1 -> a21oi_1"
  slowest_delay_ns: 0.59
  end_kind: "register"
  cp.depth: 4
  cp.arrival_ns: 2.32
  critPathRequiredTime_ns: 5.02
outcome:
  status: "completed"
layout:
  drive_gt1_frac: 0.0789
  area_growth_pct: 9.28
  final_cell_mix: "33 x dfxtp_1, 19 x a21oi_1, 14 x o31ai_1, 14 x or4_1, 14 x nor2_1"
  lay_top_count: "dfxtp_1"
  final_util: 0.348
  final_area_um2: 1810
  fin_cells: 260
grt:
  track_usage: 0.127
  grt_pass1_vias: 1216
  antenna_found_initial: 0
  grt_max_degree: 33
  grt_pass1_wl_um: 5990
  grt_overflow: 0
min_path:
  worstHoldPathType: "reg2reg"
  holdPathStages: 1
job:
  drv_cap: 0
  warning_count: 25
power_and_ir_drop:
  p_leak_nw: 0.558
  power_density_nw_per_um2: 273
  max-vdd-ir-drop_v: 0.000103
==> cells in the mapped netlist, drive strengths merged <==
| cell | n | area, µm² |
|---|---|---|
| a21oi | 19 | 95.1 |
| and2 | 3 | 20.0 |
| and3 | 7 | 43.8 |
| and4 | 3 | 26.3 |
| buf | 9 | 52.6 |
| clkbuf | 1 | 3.75 |
| dfxtp | 33 | 661 |
| ha | 1 | 12.5 |
| inv | 4 | 15.0 |
| nand2 | 8 | 32.5 |
| nand2b | 1 | 6.26 |
| nand3 | 11 | 65.1 |
| nand4 | 15 | 121 |
| nor2 | 14 | 52.6 |
| nor3 | 1 | 5.00 |
| nor4 | 6 | 37.5 |
| nor4b | 1 | 8.76 |
| nor4bb | 1 | 10.0 |
| o21ai | 5 | 25.0 |
| o31ai | 15 | 118 |
| or3 | 6 | 37.5 |
| or4 | 14 | 105 |
| xnor2 | 5 | 43.8 |
| xor2 | 7 | 61.3 |
==> state kept, by name (all words and copies together) (netlist names) <==
signal  flops
blkReg      1
cntReg     32
==> stage by stage <==
| stage | total power, W | hold slack [ns] |
|---|---|---|
| global placement | 0.000294 | 0.430 |
| global route | 0.000518 | 0.473 |
| floorplan | 0.000291 | 0.413 |
| finish | 0.000495 | 0.445 |
| detailed placement | 0.000295 | 0.431 |
| CTS | 0.000504 | 0.444 |
==> logic make-up (layout without fill, tap and decap cells) <==
kind of cell / Yosys count / count (layout) / share of synthesized area
adders and majority gates: 1 / 1 / 0.00754
DFF: 33 / 33 / 0.398
xor gates and xnor gates: 12 / 12 / 0.0633
AOI/OAI and AO/OA: 39 / 39 / 0.143
and+or+nand+nor: 91 / 91 / 0.345
buffers and inverters: 14 / 14 / 0.0430
==> power by group <==
group | switching, W | internal [W]
clock | 0.0000933 | 0.000114
sequential | 0.00000156 | 0.000276
combinational | 0.00000668 | 0.00000382
total | 0.000102 | 0.000393
==> worst reg2reg max path, cell delays in order (launching register included) <==
cell	delay [ns]
dfxtp_1	0.45
and3_1	0.44
nand4_2	0.42
or4_1	0.59
a21oi_1	0.15
==> layout make-up <==
class | instances | area (µm²)
Fill cell | 538 | 3390
Timing Repair Buffer | 3 | 27.5
Multi-Input combinational cell | 143 | 936
Tap cell | 70 | 87.6
Clock buffer | 7 | 86.3
Inverter | 4 | 15.0
Sequential cell | 33 | 661
==> metal layers <==
metal  up-vias  global-route usage  wire length [µm]
li1        725                   -                 -
met1       635               0.198              1650
met2        24               0.184              1440
met3         5              0.0316               165
met4         0              0.0154                49
met5         -                   0                 0
==> path summary, 6_finish.rpt <==
check | slack [ns] | end | startpoint
worst max-delay path | 2.69 | cntReg[23] | cntReg[3]
worst min-delay path | 0.44 | cntReg[0] | cntReg[0]
worst max register to register | 2.69 | cntReg[23] | cntReg[3]
worst min register to register | 0.44 | cntReg[0] | cntReg[0]
Power and IR drop assume default switching activity.
